--- design/flow/run.sh ---
#!/bin/bash
# OpenROAD 26Q1-2900-gdf79404cd8, Yosys 0.63+post, stock flow scripts
make -C /OpenROAD-flow-scripts/flow DESIGN_CONFIG=/design/flow/config.mk WORK_HOME=/design/flow/orfs finish
--- design/flow/config.mk ---
export PLATFORM = sky130hd
export DESIGN_NAME = DE10_LITE_decod
export DESIGN_NICKNAME = DE10_LITE_decod
export VERILOG_FILES = /design/flow/design.v
export SDC_FILE = /design/flow/constraint.sdc
export NUM_CORES = 4
export LEC_CHECK = 1
export CORE_AREA = 10 10 70 70
export DIE_AREA = 0 0 80 80
--- design/flow/constraint.sdc ---
current_design DE10_LITE_decod

set clk_period 1.6
set clk_io_pct 0.2

create_clock -name clk0 -period $clk_period

set non_clock_inputs [all_inputs -no_clocks]
set_input_delay [expr $clk_period * $clk_io_pct] -clock clk0 $non_clock_inputs
set_output_delay [expr $clk_period * $clk_io_pct] -clock clk0 [all_outputs]
--- design/flow/design.v ---
module DE10_LITE_decod
(
	input b3,	 
	input b2,	 
	input b1,	 
	input b0,	 
	output seg_a,	 
	output seg_b,	 
	output seg_c,	 
	output seg_d,	 
	output seg_e,	 
	output seg_f,	 
	output seg_g,	 
	output seg_dp	 
);
	wire nb3, nb2, nb1, nb0;
	assign nb3 = ~b3;
	assign nb2 = ~b2;
	assign nb1 = ~b1;
	assign nb0 = ~b0;
	assign seg_a = ~((b3 | b2 | b1 | nb0) & (b3 | nb2 | b1 | b0) & (nb3 | nb2 | b1 | nb0) & (nb3 | b2 | nb1 | nb0));  
	assign seg_b = ~((nb3 & nb2) | (nb2 & nb0) | (nb3 & nb1 & nb0) | (nb3 & b1 & b0) | (b3 & nb1 & b0));
	assign seg_c = ~((b3 | b2 | nb1 | b0) & (nb3 | nb2 | b1 | b0) & (nb3 | nb2 | nb1));
	assign seg_d = ~((b3 | b2 | b1 | nb0) & (b3 | nb2 | b1 | b0) & (nb3 | b2 | nb1 | b0) & (nb2 | nb1 | nb0));
	assign seg_e = ~((nb2 & nb0) | (b3 & b2) | (b1 & nb0) | (b3 & b1));
	assign seg_f = ~((nb1 & nb0) | (b3 & nb2) | (b3 & b1) | (nb3 & b2 & nb1) | (nb3 & b2 & nb0));
	assign seg_g = ~((b3 | b2 | b1) & (nb3 | nb2 | b1 | b0) & (b3 | nb2 | nb1 | nb0));
	assign seg_dp = 1;	 
endmodule
==> GITHUB_STEP_SUMMARY <==
## Synthesis and layout report

| Metric | Value |
|---|---|
| GPL Wtd Cong | between 0.6 and 0.7 |
| Placed insts | slightly below 100 |
| Top-area cell share | 0.112 |
| Status | completed |
| Post-route non-filler standard cell count | approximately 100 |
| DRC | 0 |
| Yosys cell types | 22 |
| Syn Area/Cell | just over 6 um^2 |
| Critical path data required time | about 1300 ps |
| Setup CP Type | in -> out |
| GR Util met2 | 0.0353 |
| Leakage Power | approximately 0.21 nW |
| Max Clk Rate | 0.642 GHz |
| Setup violations, final | 0 |
| Port bufs | 11 |
| Final WL | around 920 um |
| Largest net degree at the start of global routing | 9 |
| Fin area | approximately 470 um^2 |
| Layout area overhead | 109% |
| Fin worst setup slack | roughly 41 ps |
| Die width | ~80 um |
| Synth area leaders | nand3_1 11%, o21ai_1 8.9%, xor2_2 7.3% |
| Vias/cell | approximately 3.3 |
| Tool warnings | 32 |
| Cell count listed in synth_stat.txt | 37 |
| Inserted Diodes | 0 |
| Maximum vdd drop | roughly 0.038 mV |
| Via count | approximately 340 |
| Pwr Density | about 230 nW/um^2 |
| Share of cells above drive strength 1 | 0.414 |
| GRT met1 Usage | 0.0422 |
| Antenna viol nets, final | 0 |
| DR iter-0 viols | 25 |
| Hold path start | b2 |
| Die boundary height | 80 um |
| Hold path cells | 4 |
| Post-synth seq share | 0 |
| First-pass GRT wire length | between 1000 and 1500 um |
| Placed inst area | roughly 420 um^2 |
| Mapped Cells | 37 |
| Reg area | 0 um^2 |
| Max FO, Critical Path | 6 |
| Pre-antenna DRT Iters | 3 |
| RSZ-0062 raised after global routing | false |
| Top Ports | 12 |
| Drt wl/cell | around 8.8 um |
| Worst Setup End Kind | output port |
| Seq cells | 0 |
| Initial antenna violation count | 0 |
| Total grt overflow | 0 |
| Yosys stat chip area | ~220 um^2 |
| Met3 usage | 0.00682 |
| DP Worst Slack | -619 ps |
| FP Core Util | 0.0656 |
| Mapped Area | roughly 220 um^2 |
| Final hold violations | 0 |
| Cell type with the largest total area | nand3_1 |
| Layout clock buffers | 0 |
| DP HPWL | around 650 um |
| Row count | 21 |
| CP arrival | 1240 ps |
| Yosys Warn Count | 0 |
| Worst Hold Class | in -> out |
| Slew Limit Fails | 0 |
| Core area | ~3400 um^2 |
| Final period util | 0.974 |
| Number of global-route vias before repair | between 200 and 300 |
| Global Route Usage Sum | 0.0263 |
| Max Cap Viol | 0 |
| Crit path launch type | input pin |
| Worst hold endpoint | seg_g |
| Chip area | approximately 6400 um^2 |
| Post-route minimum period | roughly 1600 ps |
| GRT busiest layer | met1 |
==> worst max-delay path, cell delays in order <==
cell	delay (ps)
clkdlybuf4s15_2	200
buf_6	130
nand3b_1	80
o21ai_1	60
a22o_1	200
dlygate4sd2_1	240
==> timing repair <==
item | in CTS | in global routing
endpoints found under the setup margin | 7 | 1
buffers inserted | 3 | 1
hold buffers | 0 | 0
gates resized | 32 | 1
gates cloned | 2 | 0
pin swaps | 2 | 0
==> cell type report <==
cell class         instances  area (um^2)
fillers                  402         2950
repair buffers            26          209
multi-input cells         31          195
well taps                 46         57.6
inverters                  1         6.26
==> where the power goes <==
part	switching, W	total, W	internal [W]
combinational	0.0000459	0.000109	0.0000630
clock	0	0	0
sequential	0	0	0
==> synth_stat cells <==
cell type,instances
nand2_1,2
a22o_1,1
o2bb2ai_1,1
buf_2,2
o21ai_0,1
inv_2,1
nand2b_1,1
nand3b_1,1
nand3_1,5
o21ai_1,4
conb_1,1
buf_6,1
and2_1,1
a21oi_1,3
and2b_1,2
buf_4,2
and3_1,1
nand4_1,1
nand4b_1,1
a31oi_1,1
nor2_1,3
xor2_2,1
==> cells by family after synthesis <==
logic type	after synthesis	share of synthesized area
buffers and inverters	6	0.179
XOR/XNOR	1	0.0726
AND/OR/NAND/NOR	18	0.447
AND-OR/OR-AND	11	0.285
other	1	0.0167
==> stage by stage <==
step                 util  hold slack, ps  TNS (ps)  power (W)
CTS                 0.134            1130         0   0.000106
finish              0.137            1120         0   0.000109
global placement    0.124            1740     -3680   0.000103
floorplan               -             771         0  0.0000445
detailed placement  0.124            1750     -3840   0.000104
global route        0.137            1160         0   0.000120
==> metal layers <==
| layer | routed length [um] | part of all wire |
|---|---|---|
| met5 | 0 | 0 |
| met4 | 0 | 0 |
| met1 | 467 | 0.51 |
| met3 | 58 | 0.063 |
| met2 | 393 | 0.43 |
==> worst max path at each step <==
stage                 from  endpoint  slack (ps)  depth (start not counted)
after CTS               b1     seg_a          40                          6
after global routing    b1     seg_a          10                          6
final                   b1     seg_a          40                          6
==> layout by cell type, fill, tap and decap left out, types with 2 or more instances in the layout <==
master / instances
o21ai_1: 5
buf_4: 13
a21oi_1: 3
dlygate4sd2_1: 6
buf_6: 2
buf_2: 3
nand3_1: 5
nand2_1: 2
Power figures rest on the tool's default switching activity, not on a simulated workload.
