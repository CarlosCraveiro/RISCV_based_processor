==> flow/design.v <==
module CU_main_decoder(
  input [3:0] curr_state,
  output pc_up,
  output adr_src,
  output mem_wr,
  output ir_rd,
  output [1:0] result_src,
  output [1:0] alu_src_b,
  output [1:0] alu_src_a,
  output [1:0] imm_src,
  output reg_wr
);
  reg [12:0] buffer_out;
  assign {
    	pc_up, 
        adr_src,
        mem_wr,
        ir_rd,
        result_src,
        alu_src_b,
        alu_src_a,
        imm_src,
        reg_wr
  } = buffer_out;
  always @(curr_state) begin
    case(curr_state)
      4'b0000:		buffer_out = 13'b1001101000xx0;
      4'b0001:		buffer_out = 13'b0x00xxxxxxxx0;
      4'b0010: 	buffer_out = 13'b0x00xx0101010;
      4'b0011:	buffer_out = 13'b010000xxxxxx0;
      4'b0100:		buffer_out = 13'b0x0001xxxxxx1;
      4'b0101:	buffer_out = 13'b011000xxxxxx0;
      4'b0110:	buffer_out = 13'b0x00xx0010xx0;
      4'b0111:		buffer_out = 13'b0x0000xxxxxx1;
      4'b1000:	buffer_out = 13'b0x00xx0110000;
      4'b1001:		buffer_out = 13'b0x00100101110;
      default:		buffer_out = 13'b0000000000000;  
    endcase
  end
endmodule
module CU_sequential(
  input		 [3:0]	curr_state,
  input		 [1:0]	op,
  input 	 [2:0]	func_3,
  output reg [3:0]	next_state
);
  always @(curr_state) begin
    case(curr_state)
      4'b0000:		next_state = 4'b0001;
      4'b0001:		begin
        if(op == 2'b00)	next_state = 4'b0110;
        else if(op == 2'b01) next_state = 4'b1000;
        else if(op == 2'b10) next_state = 4'b0010;
        else next_state = 4'b1001; 
      end
      4'b0010: 	begin
        if(func_3 == 3'b000)		next_state = 4'b0011;
        else if(func_3 == 3'b001)	next_state = 4'b0101;
        else 						next_state = 4'b0001;
      end
      	4'b0011:	next_state = 4'b0100;
  	    4'b0100:		next_state = 4'b0000;
   		4'b0101:	next_state = 4'b0000;
     	4'b0110:	next_state = 4'b0111;
     	4'b0111:		next_state = 4'b0000;
		4'b1000:	next_state = 4'b0111;
     	4'b1001:		next_state = 4'b0000;
      	default:		next_state = 4'b0001;  
    endcase
  end
endmodule
module alu_decoder(
  input [3:0] curr_state,
  input [2:0] func,
  output reg [2:0] alu_control
);
  always @(curr_state) begin
    case(curr_state)
      4'b0000:		alu_control = 3'b000;
      4'b0001:		alu_control = 3'bxxx;
      4'b0010: 	alu_control = 3'b000;
      4'b0011:	alu_control = 3'bxxx;
      4'b0100:		alu_control = 3'bxxx;
      4'b0101:	alu_control = 3'bxxx;
      4'b0110:	alu_control = func;
      4'b0111:		alu_control = func;
      4'b1000:	alu_control = func;
      4'b1001:		alu_control = 3'b000;
      default:		alu_control = 3'b000;  
    endcase
  end
endmodule
module control_unit(
  input 			zero_flag,
  input				clk,
  input		[15:0] instruction,
  input 			reset,
  output	pc_write,
  output			adr_src,
  output			mem_wr,
  output			ir_wr,
  output			reg_wr,
  output	[1:0]	result_src,
  output	[2:0]	alu_control,
  output	[1:0]	alu_src_b,
  output	[1:0]	alu_src_a,
  output	[1:0]	imm_src,
  output reg [3:0] curr_state
);
  wire [1:0] op;
  assign op = instruction[1:0];
  wire [2:0] func_3;
  assign func_3 = instruction[15:13];
  wire [3:0] next_state;
  wire pc_update;
  CU_main_decoder cu_decoder(
		.curr_state(curr_state) ,
		.pc_up(pc_update),
		.adr_src(adr_src),
		.mem_wr(mem_wr) ,
		.ir_rd(ir_wr),
		.result_src(result_src),
		.alu_src_b(alu_src_b),
		.alu_src_a(alu_src_a),
		.imm_src(imm_src),
		.reg_wr(reg_wr)
	);
	alu_decoder aludecod(.curr_state(curr_state) , .func(func_3), .alu_control(alu_control));
	assign pc_write = pc_update || ((~zero_flag) && (curr_state == 4'b1001)); 
	CU_sequential cseq(.curr_state(curr_state), .op(op), .func_3(func_3), .next_state(next_state));
	always @(posedge clk) begin
		if (reset == 1'b1) curr_state = 4'b0000;
		else curr_state = next_state;    
	end
endmodule
==> flow/run.sh <==
#!/bin/bash
# OpenROAD 26Q1-2900-gdf79404cd8, Yosys 0.63+post, stock flow scripts
make -C /OpenROAD-flow-scripts/flow DESIGN_CONFIG=/design/flow/config.mk WORK_HOME=/design/flow/orfs finish
==> flow/config.mk <==
export PLATFORM = sky130hd
export DESIGN_NAME = control_unit
export DESIGN_NICKNAME = control_unit
export VERILOG_FILES = /design/flow/design.v
export SDC_FILE = /design/flow/constraint.sdc
export NUM_CORES = 4
export LEC_CHECK = 1
export CORE_AREA = 10 10 86 86
export DIE_AREA = 0 0 96 96
==> flow/constraint.sdc <==
current_design control_unit

set clk_period 3.0
set clk_io_pct 0.2

create_clock -name clk0 -period $clk_period [get_ports {clk}]

set non_clock_inputs [all_inputs -no_clocks]
set_input_delay [expr $clk_period * $clk_io_pct] -clock clk0 $non_clock_inputs
set_output_delay [expr $clk_period * $clk_io_pct] -clock clk0 [all_outputs]
==> qor_table.md <==
| Metric | This run | Unit |
| --- | --- | --- |
| Area used by multi-input combinational logic | 340.3 | µm² |
| Class of the tightest hold or removal check | flop to flop | - |
| Max rail drop VDD | 0.1686 | mV |
| Die Height | 96 | µm |
| Antenna diodes | 0 | - |
| Via/cell ratio | 3.460 | - |
| Critical path capture point type | output port | - |
| Commonest register cell after synthesis | dfxtp_1 | - |
| Number of global-route vias before repair | 610 | - |
| Cell area after placement | 0.001026 | mm² |
| Post-DR wirelength/cell | 10.18 | µm |
| Clock power frac | 0.363 | - |
| Gate count of the mapped netlist | 78 | - |
| Overflow left after global routing | 0 | - |
| Async set-or-reset flop fraction in the synthesized netlist | 0 | - |
| Hold_sp | curr_state[2] | - |
| Fraction of final layout cells with drive strength greater than 1 | 0.06731 | - |
| Crit path largest cell delay | 0.54 | ns |
| Number of maximum-capacitance constraint violations | 0 | - |
| Sum of negative setup slack | 0 | ns |
| Area share of the leading cell type in the synthesized netlist | 0.3958 | - |
| Portion of total power attributed to combinational logic | 0.196 | - |
| Num Clock Sinks | 14 | - |
| Synthesis-to-layout area growth | 52.65 | % |
| Cell with the largest stage delay on the worst path | dfxtp_1 | - |
| Required time of the worst setup path | 2.40 | ns |
| Sequential cell fraction of total power | 0.441 | - |
| Filler instances | 623 | - |
| Number of distinct library cells after synthesis | 32 | - |
| RSZ-0062 raised after global routing | false | - |
| Largest fanout on the critical path | 12 | - |
| Worst r2r src | curr_state[0] | - |
| TritonCTS clock tree | yes | - |
| Cell types occupying the most area after synthesis | dfxtp_1 (40%), ha_1 (7.1%), and2_1 (5.3%), inv_1 (5.3%), buf_4 (3.2%) | - |
| Sequential share of the synthesized area | 0.3958 | - |
| Clk root buf | clkbuf_8 | - |
| H-tree Lvls | 1 | - |
| Achievable Freq | 406.8 | MHz |
| Worst slew pin tran | 0.4484 | ns |
| Post-layout minimum cycle time | 2.458 | ns |
| FF+latch count, synth | 14 | - |
| Maximum number of pins on one net before global-route repair | 13 | - |
| Clock transition time at the flip-flop clock pins of the worst setup and hold paths | 0.05 | ns |
| Count of library flops with an enable pin | 0 | - |
| Slack of the worst reg-to-reg path | 1.12 | ns |
| Number of ports placed on the die boundary | 39 | - |
| Max-slew violation count | 0 | - |
| Count leader, synth | dfxtp_1 | - |
| Detailed-placement wirelength estimate | 1445 | µm |
| Die width | 96 | µm |
| Static leakage | 0.0004278 | µW |
| DRC marker count from the first detailed-route iteration | 13 | - |
| Total via count after detailed routing | 609 | - |
| Wire length of the first global-routing pass | 2863 | µm |
| YS chip area | 708.2 | µm² |
| Tool warnings | 39 | - |
| End point of the worst hold path | curr_state[1] | - |
| Final cell area excluding filler cells | 0.001081 | mm² |
| Post-synthesis average cell area | 9.079 | µm² |
| Number of cells in the yosys synthesis report | 78 | - |
| Internal power consumption | 379.3 | µW |
| All-Layer GR Usage | 0.03746 | - |
| Number of cell rows | 27 | - |
| Number of gates resized after CTS | 0 | - |
| List of most frequent post-synthesis cells | dfxtp_1 (14), inv_1 (10), and2_1 (6) | - |
| Result of the run | completed | - |
| Data arrival time at the worst-slack endpoint | 1.86 | ns |
| Setup repair bufs after CTS | 0 | - |
| Final RePlAce weighted congestion | 0.7392 | - |
| Non-filler cells, final | 176 | - |
| Placeable core region | 0.005540 | mm² |
| Worst Hold Path Cells | 2 | - |
| Pwr dens | 449.1 | mW/mm² |
| Syn. warnings | 4 | - |
| Final Hold Viols | 0 | - |
| Cell taking the most area after synthesis | dfxtp_1 | - |
| First-pass iteration count of the detailed router | 4 | - |
| Netlist Area Pre-Place | 708.2 | µm² |
| Number of input and output port buffers inserted | 27 | - |
| Total wirelength of the detailed-routed design | 1791 | µm |
| Startpoint-to-endpoint class of the critical path | flop to output port | - |
| Sw Ratio | 0.2186 | - |
| Die area | 0.009216 | mm² |
| Deepest clock path buffer count | 2 | - |
| Hold buffers post-CTS | 0 | - |
| Remaining routing DRC violations | 0 | - |
| Total clock buffers created by CTS | 3 | - |
| Maximum clock skew at final layout | 0.001219 | ns |
| Slew HR | 0.6998 | - |
| FP Util | 0.1278 | - |
| Source-to-sink clock delay at the later pin of the worst-skew pair | 0.24 | ns |
| Final number of setup-violating endpoints | 0 | - |
| Capturing point of the worst reg2reg path | cu_decoder.buffer_out[4] | - |
| Cell count after placement | 172 | - |
| Fin crit share | 0.8195 | - |
| Area taken by flip-flops and latches | 280.3 | µm² |
| Startpoint kind of the worst setup timing path | flop | - |
| Antenna Violating Nets Remaining | 0 | - |
| Power spent charging and discharging nets | 106.1 | µW |
| Antenna violations before repair | 0 | - |
| Cells along the critical path | nor2b_1 -> and2_1 -> a21o_1 -> and2_1 -> clkdlybuf4s50_1 | - |
| Most repeated library cell on the critical path | and2_1 | - |
| Reg2reg path depth | 7 | - |
[final cells by class]
class | instances | area share
sequential | 14 | 0.2593
inverter | 10 | 0.03472
multi-input combinational | 48 | 0.3148
timing repair buffer | 28 | 0.2569
clock buffer | 4 | 0.05093
tap | 72 | 0.08333
[layout by cell type (no fill, tap or decap), drive strengths merged]
master / n
a41o: 1
a22o: 1
clkbuf: 4
o31ai: 1
o22ai: 1
nor3b: 3
nand2: 4
dfxtp: 14
and2: 6
nand4: 1
nor4: 1
inv: 10
clkdlybuf4s50: 27
a21boi: 2
and4: 1
a31oi: 1
nor3: 2
nand2b: 1
xnor2: 1
o21a: 1
o21ai: 4
nor2: 3
nand3b: 1
mux2i: 1
buf: 1
a21o: 1
nor2b: 3
ha: 4
o31a: 1
o211ai: 1
or4b: 1
[power groups by stage]
stage	Combinational, µW	Sequential, µW	Clock (µW)
global route	109	216	195
finish	95.0	214	176
CTS	97.9	214	182
[registers in the layout, summed over array words and instances, names as in the netlist]
signal,cells
curr_state,4
cu_decoder.buffer_out,10
[how the worst max path moves through the flow]
stage             start             end  slack, ns  cells after the start
4_1_cts   curr_state[3]  alu_control[2]       0.53                      5
5_1_grt   curr_state[3]  alu_control[0]       0.40                      5
6_report  curr_state[3]  alu_control[2]       0.54                      5
[metal layers]
| metal | up-vias | global-route usage | wire length, µm |
|---|---|---|---|
| met4 | 0 | 0.009828 | 2 |
| met2 | 20 | 0.06614 | 849 |
| met3 | 2 | 0.01336 | 208 |
| met5 | - | 0 | 0 |
| met1 | 272 | 0.04159 | 730 |
| li1 | 315 | - | - |
[cell families (layout without fill, tap and decap cells)]
| logic type | Yosys count | after routing | share of synthesized area |
|---|---|---|---|
| AND-OR/OR-AND | 15 | 15 | 0.1502 |
| AND/OR/NAND/NOR | 27 | 27 | 0.2332 |
| flip-flops | 14 | 14 | 0.3958 |
| adder cells (fa/ha/maj) | 4 | 4 | 0.07067 |
| XOR/XNOR | 1 | 1 | 0.01237 |
| buffers and inverters | 16 | 42 | 0.1237 |
| multiplexers | 1 | 1 | 0.01413 |
[worst max-delay path: cells and delay by family, from the launching register on]
family | cells | cell delay [ns]
compound gates | 1 | 0.12
simple gates | 3 | 0.50
flops | 1 | 0.54
buf+inv | 1 | 0.47
[stage by stage]
step | hold WS (ns) | utilization | power, µW | worst slack (ns)
detailed placement | 0.7846 | 0.1852 | 315.4 | 0.5939
global route | 0.8433 | 0.1951 | 520.6 | 0.4044
global placement | 0.7632 | 0.1852 | 315.1 | 0.6134
finish | 0.7857 | 0.1951 | 485.5 | 0.5416
floorplan | 0.6688 | - | 259.6 | 1.115
CTS | 0.7900 | 0.1951 | 493.9 | 0.5261
No activity file was given, so power comes from the tool's default toggle rates.
