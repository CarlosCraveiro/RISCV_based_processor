[flow/config.mk]
export PLATFORM = sky130hd
export DESIGN_NAME = RegBank
export DESIGN_NICKNAME = RegBank
export VERILOG_FILES = /design/flow/design.v
export SDC_FILE = /design/flow/constraint.sdc
export NUM_CORES = 4
export LEC_CHECK = 1
export CORE_AREA = 10 10 111 111
export DIE_AREA = 0 0 121 121
[flow/constraint.sdc]
current_design RegBank

set clk_period 2.0
set clk_io_pct 0.2

create_clock -name clk0 -period $clk_period [get_ports {clk}]

set non_clock_inputs [all_inputs -no_clocks]
set_input_delay [expr $clk_period * $clk_io_pct] -clock clk0 $non_clock_inputs
set_output_delay [expr $clk_period * $clk_io_pct] -clock clk0 [all_outputs]
[flow/design.v]
module RegBank
#(parameter WIDTH = 4, SIZE = 3)
(
 input                  clk,
 input                  we3,
 input [SIZE-1:0]       A1,
 input [SIZE-1:0]       A2,
 input [SIZE-1:0]       A3,
 input [WIDTH-1:0]      WD3,
 output [WIDTH-1:0] RD1,
 output [WIDTH-1:0] RD2
);
  reg [WIDTH-1:0]    register_array [1:2**SIZE-1];
  assign RD1 = (A1 == 0)? 0 : register_array[A1];
  assign RD2 = (A2 == 0)? 0 : register_array[A2];
  always @(posedge clk) begin
     if(we3 == 1'b1 && A3 != 0)
       register_array[A3] <= WD3;
  end
endmodule
[flow/run.sh]
#!/bin/bash
# OpenROAD 26Q1-2900-gdf79404cd8, Yosys 0.63+post, stock flow scripts
make -C /OpenROAD-flow-scripts/flow DESIGN_CONFIG=/design/flow/config.mk WORK_HOME=/design/flow/orfs finish
==> out/metrics.yaml <==
floorplan:
  rows: 36
  floorplan.core_util_pct: 14.3
  die_y_um: 121
  die_area_sq_mm: 0.0146
  core-area_sq_mm: 0.00986
  pin_count: 23
  die_width_um: 121
yosys:
  syn_area_per_cell_sq_um: 13.9
  yosysChipArea_sq_mm: 0.00141
  synth_flop_count: 28
  edf_count: 28
  synth_async_sr_flop_share_pct: 0
  synthCells: 102
  synth_area_sq_mm: 0.00141
  yosys.stat.seqShare_pct: 59.5
  synthFlopType: "edfxtp_1"
  yosysWarningCount: 1
  ys_types: 27
  yosys_cells: 102
hold_path:
  hp-class: "in2reg"
  hold-path-endpoint: "register_array[3][0]$_DFFE_PP_"
  min-delay-start: "WD3[0]"
  hold_depth: 1
setup_path:
  cp_data_arrival_time_ps: 1560
  startpoint_type: "flip-flop"
  cpMaxStageDelayCell: "edfxtp_1"
  endpoint_kind: "output port"
  critPathRequiredTime_ps: 1600
  critPathKind: "reg2out"
  cp_max_fo: 2
  path_cells: "mux2_4, a22o_1, a211o_1, buf_2"
  critPathMaxStageDelay_ps: 430
global_routing:
  grt_pass1_wl_mm: 5.33
  grt_usage_pct: 4.54
  grt_max_degree: 15
  grt-ovfl-total: 0
  grt_pass1_vias: 1010
  grt_antenna_before_repair: 0
layout:
  regMostFlops: "register_array"
  n_fill_cell: 1035
  drive_gt1_share_pct: 34.5
  seqCellArea_sq_um: 841
  largest_register_ffs: 28
  area_growth_pct: 43.5
  fin_cells: 272
  combGateArea_sq_um: 592
  final_area_sq_mm: 0.00203
  reg_top3: "register_array: 28 flops"
timing:
  maxSlewViolCount: 0
  max-slew-margin-rel_pct: 72.0
  setup_violations: 0
  hold_ws_ps: 859
  hold_violations: 0
  rsz0062_at_grt: "yes"
  setup_ws_ps: 42.7
  fin_crit_ps: 1960
  clock.fmax_mhz: 511
  period_used_pct: 97.9
  max_slew.worst_pin.slew_ps: 419
clock_network:
  cts_tree: "built"
  clock-sinks: 28
  clk_pin_slew_ps: 80
  postCtsHoldBufs: 0
  clockBufferDepth: 2
  root_buffer: "clkbuf_8"
  numCtsBuffers: 3
  htreeDepth: 1
pwr:
  pwr-share-seq_pct: 58.5
  power_frac_comb_pct: 17.4
  power_density_mw_per_mm2: 570
  p_sw_mw: 0.240
  power.total_mw: 1.16
  p_leak_nw: 0.717
  swShare_pct: 20.7
  power.internal_mw: 0.917
  power.clock.fraction_pct: 24.1
  vdd_ir_drop_max_uv: 212
placement:
  post-place-cells: 265
  place_ws_ps: -768
  hpwl_mm: 2.70
  portBuffers: 22
  placed_area_sq_mm: 0.00187
  gp_congestion: 0.888
routing:
  drtAntennaViolNets: 0
  route.detailed.drc: 0
  vias: 969
  wl_mm: 3.48
  wl_per_cell_um: 12.8
  firstDrtPassIters: 4
  viasPerCell: 3.56
  antenna_cells_inserted: 0
  drt_iter0_drc: 40
job:
  cap_violations: 0
  warnings: 26
status:
  status: "complete, no violations"
[repair_timing]
item                                    4_1_cts  5_1_grt
resized                                      42       11
pin swaps                                     6        5
endpoints found under the setup margin        8        7
buffers inserted                              3        3
[critical path: cells and delay by family (launching register included)]
kind	cells	cell delay [ps]
buffers and inverters	1	120
AND-OR/OR-AND	2	480
flip-flops	1	430
multiplexers	1	270
[Yosys cell counts (2+ instances only)]
master	count	share of area [%]
a211oi_1	4	2.1
a21oi_1	3	1.1
a221oi_1	4	2.5
a311oi_1	4	2.5
buf_2	4	1.4
clkbuf_1	2	0.53
edfxtp_1	28	59
mux2_2	5	4.0
mux2i_1	12	8.5
mux4_2	2	3.2
nand2_1	4	1.1
nand2b_1	4	1.8
nor2_1	7	1.9
nor2b_1	5	2.2
nor3b_1	2	1.1
[placed cells by master, fill, tap and decap left out, drive strengths merged]
| cell type | count |
|---|---|
| a211o | 1 |
| a21oi | 3 |
| nor3 | 1 |
| clkbuf | 4 |
| dlygate4sd2 | 4 |
| nand3 | 1 |
| nor3b | 2 |
| nor2 | 7 |
| a221oi | 4 |
| mux4 | 2 |
| edfxtp | 28 |
| a22o | 1 |
| nand2 | 4 |
| a211oi | 4 |
| nor2b | 5 |
| clkdlybuf4s50 | 8 |
| inv | 1 |
| nand3b | 1 |
| mux2 | 6 |
| mux2i | 12 |
| o211a | 1 |
| buf | 23 |
| a311oi | 4 |
| clkdlybuf4s15 | 6 |
| and3b | 1 |
| nand2b | 4 |
| o21ai | 1 |
[logic make-up (layout without fill, tap and decap cells)]
kind of cell           Yosys count  in the layout  synth area share [%]
flip-flops                      28             28                  59.5
AND/OR/NAND/NOR                 26             26                  9.82
multiplexers                    20             20                  16.7
AND-OR/OR-AND                   19             19                  10.4
buffers and inverters            9             46                  3.54
[stage by stage]
| stage | TNS (ps) | utilization [%] |
|---|---|---|
| global route | -18.1 | 20.6 |
| detailed placement | -4640 | 19.0 |
| global placement | -4600 | 19.0 |
| floorplan | 0 | - |
| CTS | 0 | 20.1 |
| finish | 0 | 20.6 |
[per-layer routing]
layer	vias up	track usage (%)	routed length [um]
li1	474	-	-
met1	460	5.92	1680
met2	31	7.01	1440
met3	4	1.79	284
met4	0	0.980	70
met5	-	0	0
[worst max path at each step]
stage / start / endpoint / slack [ps] / cells past startpoint
global route: register_array[7][1]$_DFFE_PP_ / RD1[1] / -10 / 4
CTS: A2[2] / RD2[1] / 9 / 6
finish: register_array[7][1]$_DFFE_PP_ / RD1[1] / 40 / 4
[power groups by stage]
stage                 combinational, mW  clock [mW]  sequential (mW)
after CTS                         0.193       0.283            0.676
final                             0.201       0.278            0.677
after global routing              0.220       0.301            0.679
[cell type report]
class,count,area share [%]
Sequential cell,28,41.4
Multi-Input combinational cell,65,29.2
Tap cell,133,8.20
Clock buffer,3,2.03
Inverter,1,0.185
Timing Repair Buffer,42,19.0
No activity file was given, so power comes from the tool's default toggle rates.
